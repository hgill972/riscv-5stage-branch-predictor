[design/flow/run.sh]
#!/bin/bash
# OpenROAD 26Q1-2900-gdf79404cd8, Yosys 0.63+post, stock flow scripts
make -C /OpenROAD-flow-scripts/flow DESIGN_CONFIG=/design/flow/config.mk WORK_HOME=/design/flow/orfs finish
[design/flow/constraint.sdc]
current_design execute

set clk_period 8.2
set clk_io_pct 0.2

create_clock -name clk0 -period $clk_period [get_ports {clk}]

set non_clock_inputs [all_inputs -no_clocks]
set_input_delay [expr $clk_period * $clk_io_pct] -clock clk0 $non_clock_inputs
set_output_delay [expr $clk_period * $clk_io_pct] -clock clk0 [all_outputs]
[design/flow/design.v]
module execute(
input RegWrite,
input [1:0] ResultSrc,  
input MemWrite,
input Jump,
input branch ,
input [3:0] ALUControl,
input ALUSrc,
input [31:0] RD1E, RD2E,  
input [31:0] immext,
input [4:0] currentaddress,nxtadd,Rde,
input clk,reset,
output branchchoice,
output regwitem,
output memwritem,
output [1:0] resultsrcm,
output [31:0] solm,regdatam,
output [4:0] nxtaddoutm,Rdm,jumping,
output [31:0] regdata,
output zero_flag, Neg_flag,
input [1:0] ForwardAE, ForwardBE,
input [31:0] Memoeyregvalue,Writeregvalue,
output [31:0] Bout,Aout
);
 wire [31:0] Bin,sol,solfinal;
 wire optionsel;
assign optionsel=ResultSrc[0]&ResultSrc[1];
mux2to1 m3(RD2E,immext,ALUSrc,Bin);
mux3to1  m4(RD1E,Memoeyregvalue,Writeregvalue,ForwardAE,Aout);
mux3to1  m5(Bin,Memoeyregvalue,Writeregvalue,ForwardBE,Bout);
ALU m6(ALUControl,Aout,Bout,sol,zero_flag, Neg_flag);
mux2to1 m9(sol,immext,optionsel,solfinal);
assign branchchoice= branch;
instructionreg3 m8(clk,reset,
immext,
 RegWrite,
   ResultSrc,  
 MemWrite,
 Rde,nxtadd,
solfinal,RD2E,	 
 nxtaddoutm,Rdm,
 solm,regdatam,	 
 regwitem,
 resultsrcm,  
 memwritem,
 regdata);
endmodule
module mux3to1(
    input [31:0] A,
    input [31:0] B,
    input [31:0] C,
    input [1:0] choice,
    output reg [31:0] data
);
always @(*)
begin
    case (choice)
        2'b00: data = A;
        2'b01: data = B;
        2'b10: data = C;
    endcase
end
endmodule
module mux2to1(
    input [31:0] A,
    input [31:0] B,
    input choice,
    output reg [31:0] data
);
always @(*)
begin
    if (!choice)
        data = A;
    else
        data = B;
end
endmodule
module instructionreg3(
input clk,reset,
input [31:0] immext,
input RegWrite,
 input [1:0] ResultSrc,  
 input MemWrite,
input [4:0] Rde,nxtadd,
input [31:0] sol,regdata,	 
output reg[4:0] nxtaddout,Rdm,
output reg [31:0] solm,regdatam,	 
output reg RegWritem,
 output reg [1:0] ResultSrcm,  
 output reg MemWritem,
 output reg [31:0] regdatawrite
);
always@(posedge clk or posedge reset)
begin
if (reset)
begin
nxtaddout<=0;
Rdm<=0;
solm<=0;
regdatam <=  0;
RegWritem <= 0;
ResultSrcm <= 0;
MemWritem <= 0;
regdatawrite<=0;
end
else
begin
nxtaddout<=nxtadd;
Rdm<=Rde;
solm<=sol;
regdatam <=  regdata;
RegWritem <= RegWrite;
ResultSrcm <= ResultSrc;
MemWritem <= MemWrite;
regdatawrite<=immext;
end
end
endmodule
module ALU(
input [3:0] ALUcontrol,
input [31:0] A,B,
output reg [31:0] sol,
output reg zero_flag,Neg_flag
);
always@(*)
begin
case(ALUcontrol)
4'b0000:sol=A+B;
4'b0001:sol=A-B;
4'b0010:sol=A&B;
4'b0011:sol=A|B;
4'b0100:sol=A^B;
4'b0101:sol=A<B;
4'b0110:sol=A>>>B;
4'b0111:sol=A>>B;
default:sol=0;
endcase
zero_flag = (sol == 32'b00000000_00000000_00000000_00000000)?1:0;
Neg_flag = (sol[31]==1)?1:0;
end
endmodule
module ALUREG(
input [31:0] data,
input clk,
output reg [31:0] dataout
);
always@(posedge clk)
begin
dataout<=data;
end
endmodule
module programaddr(input [4:0] PC,input [31:0] exc,output [4:0] jumping);
wire [4:0] w;
assign w= exc[4:0];
assign jumping=w+PC;
endmodule
[design/flow/config.mk]
export PLATFORM = sky130hd
export DESIGN_NAME = execute
export DESIGN_NICKNAME = execute
export VERILOG_FILES = /design/flow/design.v
export SDC_FILE = /design/flow/constraint.sdc
export NUM_CORES = 4
export LEC_CHECK = 1
export CORE_UTILIZATION = 30
==> results.txt <==
Synthesis and PnR results.

- Per the detail_route report, DRC violations left total 0.
- The die covers around 45000 um^2.
- The number of buffers inserted during clock tree synthesis is 9.
- The deepest clock path buffer count reads 2.
- Counting every instance in the synthesized netlist gives roughly 1600.
- The number of cells upsized or downsized after cts reads 0.
- The number of register pins that no clock reaches is about 64.
- Entering global routing, the biggest net connects around 65 pins.
- The data arrival time of the critical path is slightly above 6 ns.
- Per the run summary, max-cap violations total 0.
- In the layout the commonest cells are sky130_fd_sc_hd__clkdlybuf4s50_1 (358), sky130_fd_sc_hd__a21oi_1 (153), sky130_fd_sc_hd__nand2_1 (123).
- The final period demand of the worst path is 7.73 ns.
- The initial antenna violation count is 0.
- The post-CTS repair timing setup buffer count is 0.
- The synthesized cell area is 13300 um^2.
- The dominant register cell reads sky130_fd_sc_hd__dfrtp_1.
- The number of core rows reads 76.
- The proportion of layout cells with a drive suffix above 1 reads 0.0706.
- The total tool warning count is 115.
- The congestion estimate from routability-driven global placement came to around 0.99.
- The signal on the critical path passes through clkdlybuf4s50_1 > nor4bb_1 > nand3_1 > nand4b_1 > o2111ai_1 > a221oi_1 > nand4b_1 > nor4_2 > nand4_1 > or4_1 > nor3_1 > nor4b_2 > clkdlybuf4s50_1.
- The count of unique library cells instantiated by Yosys reads between 90 and 100.
- The number of placed I/O pins reads ~370.
- The number of vias per cell reads roughly 5.7.
- In the final report, the number of pins over their slew limit comes to 0.
- The longest individual stage delay on the worst path reads around 0.65 ns.
- For this run, the number of standard cells in the final layout without fillers is ~2500.
- The total instance count after detailed placement reads 2455.
- The number of global-route vias before repair reads 13665.
- The number of routed nets with antenna violations is 0.
- The total length of routed wires reads 61.0 mm.
- The timing report attributes the biggest portion of critical-path delay to simple AND/OR/NAND/NOR gates.
- The worst setup path is of the in2out kind.
- Yosys stat counts about 1600 cells in the synthesized netlist.
- The cell depth of the worst setup path is 13.
- The area fraction in compound gates is 0.272.
- The number of antenna diodes in the final layout is 0.
- The yosys-reported design area after synthesis is 13300 um^2.
- The per-instance average area after synthesis reads 8.37 um^2.
- In this run the clock root is driven by a sky130_fd_sc_hd__clkbuf_16.
- The slew at the pin closest to its max-slew limit reads 0.949 ns.
- The final worst-path setup slack reads 0.475 ns.
- The final total negative setup slack reads 0 ns.
- The endpoint type of the worst setup path is a primary output.
- The area fraction of the largest cell type after synthesis is 0.207.
- The adder and majority gate portion of the synthesized area reads 0.114.
- The TritonCTS clock tree reads built.
- The power report puts the leakage power at about 7.3 nW.
- The power per standard cell area is 99.0 nW/um^2.
- The overall overflow remaining after global route reads 0.
- On the reported timing paths, the clock transition at the registers reads ~0.08 ns.
- Among the non-sequential cells, AND-OR/OR-AND gates take the most area.
- In this run, synthesis inferred 0 flip-flops with an integrated enable.
- The cell type with the highest aggregate area in the netlist is sky130_fd_sc_hd__dfrtp_1.
- The proportion of register bits with asynchronous set or reset after synthesis is 0.632.
- Per the synthesis report, the XOR/XNOR share of the synthesized area is 0.0112.
- The core footprint is approximately 43000 um^2.
- By area the synthesized netlist is led by sky130_fd_sc_hd__dfrtp_1 (21%), sky130_fd_sc_hd__ha_1 (11%), sky130_fd_sc_hd__dlxtn_1 (7.2%).
- STA classifies the critical path startpoint as an input port.
- The worst-case setup slack after placement is 0.551 ns.
- The detailed-router iteration count before antenna repair reads 6.
- Derived from the worst setup path, the maximum achievable clock frequency is roughly 130 MHz.
- The count of endpoints without a timing constraint reads between 100 and 150.
- The initial utilization of the core area, before any placement, comes to 0.306.
- The final hold violation count is 0.
- Hold timing on the final database bottoms out at a slack of between 1.5 and 2 ns.
- The ratio of final minimum period to clock period reads 0.942.
- Across the VDD grid, the largest voltage drop is between 0.08 and 0.09 mV.
- The final setup violation count is 0.
- The buffers plus inverters on the worst setup path is 2.
- The overall die height is ~210 um.
- The H-tree was split into 3 levels.
- The area growth from synthesis to final layout reads 33.1%.
- The die is approximately 210 um wide.
- Per the layout report, the design carries between 4000 and 5000 filler cells.
- The data required time of the critical path is approximately 6.6 ns.
- The number of synthesized register bits is about 170.
- In this run the tightest slew margin relative to its limit is 0.362.
- The warning count from the yosys run reads 9.
- The detailed-placement wirelength estimate is slightly below 50 mm.
- The cell-mix breakdown from Yosys lists the simple-gate area share as 0.147.
- The number of buffer cells added on primary ports reads 360.
- The critical path maximum fanout is 10.
- The violation count after the first detailed-route iteration reads 1414.
- The first global-routing pass estimated approximately 90 mm of wire.
- In the global route stage, overall resource usage came out at 0.276.
- The post-CTS hold buffer count recorded in the log is 0.
- The routed layout has between 10000 and 15000 vias.
- The cell with the largest stage delay on the worst path reads sky130_fd_sc_hd__clkdlybuf4s50_1.
- The final cell utilization of the core is 0.408.
- The most frequent standard cell in the layout excluding fill and tap cells reads sky130_fd_sc_hd__clkdlybuf4s50_1.
- The share of cell area taken by muxes after synthesis is 0.109.
- For this sky-water flow run, the detailed-routed wirelength per cell is reported as 24.7 um.
- The number of cells on the worst hold path is listed as 1.
- The path category of the worst min-delay check is in2reg.
- The run finished with clean final reports.
- Setup repair after global routing left no endpoint under its margin.
==> cell type report <==
cell class	instances	area [um^2]	share of cell area
clock inverters	5	43.8	0.00248
multi-input cells	1196	8710	0.492
well taps	585	732	0.0414
clock buffers	10	239	0.0135
repair buffers	394	3850	0.218
inverters	106	400	0.0226
flip-flops and latches	174	3720	0.210
==> layer usage <==
metal / GRT usage / up-vias / part of all wire
li1: - / 6434 / -
met1: 0.380 / 6802 / 0.42
met2: 0.454 / 682 / 0.47
met3: 0.0465 / 111 / 0.074
met4: 0.0734 / 0 / 0.034
met5: 0 / - / 0
==> path summary, 6_finish.rpt <==
| check | endpoint | startpoint | slack (ns) |
|---|---|---|---|
| worst max-delay path | zero_flag | ALUControl[2] | 0.47 |
| worst min-delay path | m8.Rdm[1]$_DFF_PP0_ | Rde[1] | 1.70 |
| max in group asynchronous | m8.regdatam[31]$_DFF_PP0_ | reset | 5.23 |
| min in group asynchronous | m8.RegWritem$_DFF_PP0_ | reset | 1.72 |
==> cell families after synthesis <==
group,count (synthesis)
latches,64
muxes,104
AOI/OAI and AO/OA,541
xor gates and xnor gates,17
and+or+nand+nor,409
other,1
DFF,110
buffers and inverters,221
adders and majority gates,120
==> metrics by stage <==
step	total power, W	area, um^2
floorplan	0.000964	13300
global placement	0.00132	17400
detailed placement	0.00132	17400
CTS	0.00176	17700
global route	0.00184	17700
finish	0.00175	17700
==> synth_stat cells, types with 5 or more instances <==
master,number
sky130_fd_sc_hd__mux2_2,23
sky130_fd_sc_hd__nand3_1,28
sky130_fd_sc_hd__or3_1,10
sky130_fd_sc_hd__nand4_1,9
sky130_fd_sc_hd__o21ai_1,8
sky130_fd_sc_hd__o21bai_1,8
sky130_fd_sc_hd__nor4_1,13
sky130_fd_sc_hd__a21o_1,14
sky130_fd_sc_hd__o41ai_1,5
sky130_fd_sc_hd__ha_1,118
sky130_fd_sc_hd__o21ai_0,108
sky130_fd_sc_hd__mux4_2,26
sky130_fd_sc_hd__and2_1,9
sky130_fd_sc_hd__dfrtp_1,110
sky130_fd_sc_hd__a22oi_1,43
sky130_fd_sc_hd__buf_1,9
sky130_fd_sc_hd__a31oi_1,12
sky130_fd_sc_hd__a221oi_1,46
sky130_fd_sc_hd__a211oi_1,14
sky130_fd_sc_hd__mux2i_1,52
sky130_fd_sc_hd__clkbuf_1,81
sky130_fd_sc_hd__buf_4,8
sky130_fd_sc_hd__o31ai_1,8
sky130_fd_sc_hd__or2_2,5
sky130_fd_sc_hd__buf_2,15
sky130_fd_sc_hd__dlxtn_1,64
sky130_fd_sc_hd__or4_1,5
sky130_fd_sc_hd__xnor2_1,15
sky130_fd_sc_hd__a21oi_1,153
sky130_fd_sc_hd__o211ai_1,18
sky130_fd_sc_hd__inv_1,101
sky130_fd_sc_hd__nor2_1,122
sky130_fd_sc_hd__nor2b_1,13
sky130_fd_sc_hd__nand2b_1,12
sky130_fd_sc_hd__o2111ai_1,5
sky130_fd_sc_hd__a211o_1,5
sky130_fd_sc_hd__a2bb2oi_1,5
sky130_fd_sc_hd__o221ai_1,6
sky130_fd_sc_hd__nand2_1,124
sky130_fd_sc_hd__o21a_1,8
sky130_fd_sc_hd__o22ai_1,14
sky130_fd_sc_hd__o32ai_1,5
sky130_fd_sc_hd__and3_1,7
sky130_fd_sc_hd__nor3_1,29
==> report_power, final <==
group          total (W)  internal (W)  leakage [nW]  switching, W
clock network   0.000436      0.000217         0.138      0.000219
logic           0.000670      0.000319          5.39      0.000352
registers       0.000646      0.000607          1.82     0.0000387
==> state kept, by name, indices dropped and copies added, names as in the netlist <==
| name | flops |
|---|---|
| m4.data | 32 |
| m5.data | 32 |
| m8.regdatam | 32 |
| m8.regdatawrite | 32 |
| m8.solm | 32 |
| m8.Rdm | 5 |
| m8.nxtaddout | 5 |
| m8.ResultSrcm | 2 |
| m8.MemWritem | 1 |
| m8.RegWritem | 1 |
Power is estimated from default activity; no workload was simulated.
