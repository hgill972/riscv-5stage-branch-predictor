## flow/design.v

```verilog
module or3gate(input a,b,c,output reg d);
always@(*)
begin
if((a==1) || (b==1) || (c==1))
begin
d=1;
end
else
begin
d=0;
end
end
endmodule
module branchpredictor(input [6:0] ins,
input clk,
input [4:0]currentadd,
additionadd,
input branch,
input flag,
output reg reset,
output reg branchop,
output  [4:0] add,
output w1,w2,w3,w4,w5,
output reg  [2:0] count,
output reg  [ 4:0] currentreg,addreg);
reg [6:0] instemp;
reg  branching [6:0];
initial
begin
reset=0;
branching[0]=1;
branching[1]=1;
branching[2]=1;
branching[3]=1;
branching[4]=1;
branching[5]=1;
branching[6]=1;
end
always@(negedge clk)
begin
if(ins[6:0]!=7'b1100011)
begin
instemp=ins;
branchop=0;
end
else if(ins[6:0]==7'b1100011)
begin
currentreg=currentadd+additionadd;
addreg=currentadd+1;
case(instemp)
7'b0000011:  begin 
branchop=branching[0];
count=0;
end
7'b0010011 :  begin 
branchop=branching[1];
count=1;
end
7'b0100011:  begin 
branchop=branching[2];
count=1;
end
7'b0110011:  begin 
branchop=branching[3];
count=2;
end
7'b0110111 :  begin 
branchop=branching[4];
count=3;
end
7'b1101111:  begin  
branchop=branching[5];
count=4;
end
default:
begin
branchop=0;
count=6;
end
endcase
end
 end
always@(negedge clk)
begin
if(branch)
begin
if(flag!=branching[count])
begin
branching[count]<=~branching[count];
reset<=1;
end
else
begin
reset<=0;
end
end
else
begin
reset<=0;
end
end
 assign add=(branching[count])?(currentreg):(addreg);
assign w1=branching[0];
assign w2=branching[1];
assign w3=branching[2];
assign w4=branching[3];
assign w5=branching[4];
endmodule
```

## flow/run.sh

```bash
#!/bin/bash
# OpenROAD 26Q1-2900-gdf79404cd8, Yosys 0.63+post, stock flow scripts
make -C /OpenROAD-flow-scripts/flow DESIGN_CONFIG=/design/flow/config.mk WORK_HOME=/design/flow/orfs finish
```

## flow/config.mk

```make
export PLATFORM = sky130hd
export DESIGN_NAME = branchpredictor
export DESIGN_NICKNAME = branchpredictor
export VERILOG_FILES = /design/flow/design.v
export SDC_FILE = /design/flow/constraint.sdc
export NUM_CORES = 4
export LEC_CHECK = 1
export CORE_AREA = 10 10 110 110
export DIE_AREA = 0 0 120 120
```

## flow/constraint.sdc

```tcl
current_design branchpredictor

set clk_period 3.5
set clk_io_pct 0.2

create_clock -name clk0 -period $clk_period [get_ports {clk}]

set non_clock_inputs [all_inputs -no_clocks]
set_input_delay [expr $clk_period * $clk_io_pct] -clock clk0 $non_clock_inputs
set_output_delay [expr $clk_period * $clk_io_pct] -clock clk0 [all_outputs]
```

==> notes.md <==
fresh numbers from the pnr run: core area=0.00977 mm2, ANT cells=0, Total Power=0.955 mW, Setup CP Type=register to output port, post-synthesis register bit count=33, fraction of layout cells with a size suffix above 1=0.403, Max clock buf depth=2, failing checks=setup timing, Synth Area in XOR/XNOR=0.0573, Post-synth area hogs=edfxtp_1 (54%), dfxtp_1 (6.5%), mux2_2 (5.8%), ANT nets after route=0, post-synthesis cell count=106, H-tree levels=2, YS chip area=0.00155 mm2, aggregate negative setup slack=-5.13 ns, pin count of the biggest net entering global routing=10, Tot GR Track Use=0.0616, OpenROAD warnings=61, Crit path largest cell delay=0.50 ns, IO buf count=44, CP Launch Type=register, slack of the critical path=-1.03 ns, worst-path maximum fanout=4, Floorplan Utilization=0.159, DRT iter0 DRCs=22, ys cells=106, critical path required time=2.80 ns, Peak VDD IR=0.148 mV, Complex Gates by Area=0.0468, GP Congestion=0.741, area grow syn2layout=82.6%, largest area contributor in the netlist=edfxtp_1, root buf cell=clkbuf_8, Die ar.=0.0144 mm2, Async SR Flop Fraction=0, Fill cells=983, global-route wire length before repair=7090 um, Avg WL per Cell=12.2 um, CTS tree=done, initial antenna violation count=0, io pins=45, Lkg Pwr=1.27 nW, Clk pin slew, worst setup/hold paths=0.05 ns, CP Cell Sequence=mux4_2 > mux2i_4 > buf_12 > buf_6 > mux2_4 > buf_6, Simple-Gate Fraction of Synth Area=0.104, Max-Cap Viols=0, CTS Hold Bufs=0, CTS Buf Count=5, Unique cell types=29, Post-synth seq share=0.607, vias in the first global route=1476, floorplan die height=120 um, Max-slew headroom=0.724, Final Hold Viols=0, Top logic family=multiplexers, Hold Crit Class=register to register, MUX share of area=0.119, die width=120 um, Synth Cell Area=0.00155 mm2, Worst setup EP type=output port, Slew @ Worst Pin=0.410 ns, RSZ-0062 raised after global routing=yes, reg2reg path depth=7, Most common cell on crit path=buf_6, outcome=complete, but fails checks, Syn. warnings=1, crit path DAT=3.83 ns, Post-DP HPWL=3160 um, residual DRC count=0, clk sinks=33, Clock Latency Late Sink=0.35 ns, Post-Route WL=4460 um, Max Clock Skew=0.0258 ns, Top-area cell share=0.542, synthesized area per cell=14.6 um2, cell row count=36, Vias=1308, drt first pass iters=4, Adder Area Share=0.0533, power per cell area=337 mW/mm2, Slew Limit Fails=0, Vias/cell=3.59, Final setup viols=6, slowest cell on the critical path=mux4_2, Commonest flop=edfxtp_1, cell with the most instances after synthesis=edfxtp_1, EDFF count, synth=28, WHS Path Cells=3, total gr overflow=0, top cell types by occurrence after synthesis=edfxtp_1 (28), mux2_2 (8), nand2_1 (6), nor3_1 (6)
placed cells by master (no fill, tap or decap), types with 5 or more instances in the layout:
| cell type | count |
|---|---|
| buf_2 | 9 |
| buf_4 | 31 |
| buf_6 | 13 |
| clkbuf_8 | 5 |
| clkdlybuf4s50_1 | 6 |
| dlygate4sd2_1 | 13 |
| edfxtp_1 | 28 |
| inv_1 | 37 |
| mux2_4 | 8 |
| nand2_1 | 5 |
| nand3_1 | 5 |
per-layer routing:
layer  GRT usage  routed length, um
met3      0.0262                301
met5           0                  0
met1      0.0712               1870
met4      0.0219                 70
met2       0.101               2220
state kept, by name (all words and copies together) (netlist names), named ones only:
signal and cells:
currentreg 5, instemp 7, count 3, addreg 5, branchop 1, branching 8
reset 1
final timing paths:
check | startpoint | endpoint | slack (ns)
setup / recovery | branching[1] | add[0] | -1.03
hold / removal | instemp[6] | branchop | 0.58
setup reg to reg | branching[1] | branching[6] | 1.26
hold reg to reg | instemp[6] | branchop | 0.58
layout make-up:
class	count	area, um2	share of cell area
clock inverter	35	133	0.0468
clock buffer	5	68.8	0.0243
multi-input combinational	68	684	0.242
sequential	33	942	0.333
timing repair buffer	86	822	0.290
tap	133	166	0.0588
inverter	4	15.0	0.00530
kinds of logic (layout without fill, tap and decap cells):
| group | after synthesis | after routing |
|---|---|---|
| AND-OR/OR-AND | 11 | 11 |
| XOR/XNOR | 8 | 8 |
| adder cells (fa/ha/maj) | 6 | 6 |
| buffers and inverters | 5 | 130 |
| flip-flops | 33 | 33 |
| multiplexers | 13 | 13 |
| AND/OR/NAND/NOR | 30 | 30 |
critical path: cells and delay by family (launching register included):
kind / cells / cell delay [ns]
mux: 3 / 0.99
flops: 1 / 0.38
buf+inv: 3 / 0.34
per-stage QoR:
step | hold WS (ns) | cells | setup slack (ns) | util | cell area, um2
3_3_place_gp | 0.581 | 311 | -0.900 | 0.254 | 2490
4_1_cts | 0.586 | 360 | -1.04 | 0.281 | 2740
6_report | 0.584 | 364 | -1.03 | 0.290 | 2830
5_1_grt | 0.662 | 364 | -1.10 | 0.290 | 2830
2_1_floorplan | 0.509 | 106 | -0.545 | - | 1620
3_5_place_dp | 0.592 | 311 | -0.933 | 0.254 | 2490
what timing repair did:
item                       CTS  global route
gates cloned                 2             0
pin swaps                    4             6
setup endpoints to repair   49            22
resized                     81            18
buffers inserted            13             5
power by group:
group,internal (mW),leakage (nW),switching (mW)
combinational,0.0616,0.756,0.0379
sequential,0.439,0.300,0.00577
clock,0.182,0.217,0.230
total,0.682,1.27,0.274
Power and IR drop assume default switching activity.
